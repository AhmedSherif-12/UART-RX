[flow/constraint.sdc]
current_design data_sampling

set clk_period 2.0
set clk_io_pct 0.2

create_clock -name clk0 -period $clk_period [get_ports {clk}]

set non_clock_inputs [all_inputs -no_clocks]
set_input_delay [expr $clk_period * $clk_io_pct] -clock clk0 $non_clock_inputs
set_output_delay [expr $clk_period * $clk_io_pct] -clock clk0 [all_outputs]
[flow/config.mk]
export PLATFORM = sky130hd
export DESIGN_NAME = data_sampling
export DESIGN_NICKNAME = data_sampling
export VERILOG_FILES = /design/flow/design.v
export SDC_FILE = /design/flow/constraint.sdc
export NUM_CORES = 4
export LEC_CHECK = 1
export CORE_AREA = 10 10 70 70
export DIE_AREA = 0 0 80 80
[flow/run.sh]
#!/bin/bash
# OpenROAD 26Q1-2900-gdf79404cd8, Yosys 0.63+post, stock flow scripts
make -C /OpenROAD-flow-scripts/flow DESIGN_CONFIG=/design/flow/config.mk WORK_HOME=/design/flow/orfs finish
[flow/design.v]
module data_sampling (
    input wire clk,
    input wire rst,
    input wire RX_IN,
    input wire [4:0] prescale,
    input wire [4:0] edge_cnt,
    input wire data_samp_en,
    output reg sampled_bit
);
reg [2:0] data;  
always @(posedge clk or negedge rst) 
    begin
        if (!rst)
            begin
                sampled_bit<=0;
                data<=0;
            end
        else
            begin
                if(data_samp_en)
                    begin
                        if(edge_cnt==((prescale>>1)-1) || edge_cnt==((prescale>>1)) || edge_cnt==((prescale>>1)+1) )
                            data<={data,RX_IN};
                        else
                            begin
                                data<=data;
                                if (edge_cnt>((prescale>>1)+1)) 
                                    begin
                                        case (data)
                                          3'b000:
                                            sampled_bit<=1'b0;
                                          3'b001:
                                            sampled_bit<=1'b0;    
                                          3'b010:
                                            sampled_bit<=1'b0;
                                          3'b011:
                                            sampled_bit<=1'b1;
                                          3'b100:
                                            sampled_bit<=1'b0;
                                          3'b101:
                                            sampled_bit<=1'b1;
                                          3'b110:
                                            sampled_bit<=1'b1;
                                          3'b111:
                                            sampled_bit<=1'b1;
                                        endcase 
                                    end
                                else
                                    begin
                                        sampled_bit<=0;
                                        data<=0;  
                                    end
                            end
                    end
                else
                    begin
                        sampled_bit<=0;
                        data<=0;
                    end
            end
    end
endmodule
==> flow_summary.toml <==
# implementation run metrics
[final_timing]
finalWorstPathRequiredPeriod_ns = 1.78
max-slew-margin-rel_pct = 80.8
final_hold_vio_count = 0
fin_hold_ws_ns = 0.360
finalClockPeriodUsage_pct = 89.2
slew_violations = 0
post-route-worst-setup-slack_ns = 0.216
rsz0062_at_grt = "false"
final-setup-viol-count = 0
clock_skew_ns = 0.00499
max_freq_mhz = 560
worst_slew_pin_slew_ns = 0.287

[placement]
buffer_ports.inserted = 13
place.gp.congestion = 0.774
placement.setup.worst_slack_ns = -0.440

[clock_network]
clock_insertion_delay_worst_skew_ns = 0.24
cts_sinks = 4
total_clock_buffers_created_by_cts = 3
ctsHtreeMaxLevel = 1
cts-root-to-sink-buffers = 2
cts_setup_buffers = 0
number_of_hold_buffers_added_after_cts = 0
path_clk_slew_ns = 0.04
cts_root_buf = "clkbuf_4"
cts_tree = "done"

[min_path]
min_path_type = "input pin to asynchronous set/reset pin"

[worst_setup_path]
cp_num_buf_inv = 1
setup_crit_end_kind = "register"
critPathRequiredTime_ns = 2.16
timing.critical_path.slowest_stage_cell = "clkdlybuf4s50_1"
worstRegToRegCells = 3
critical-path-top-delay-family = "buffers and inverters"
crit_chain = "clkdlybuf4s50_1 -> xnor2_1 -> xor2_1 -> nand4b_1 -> o211ai_4 -> mux2i_1"
timing_worst_setup_path_type = "input pin to register"
cp_slowest_stage_delay_ns = 0.45
timing.critical_path.depth = 6
critPathMaxFanout = 4
crit_path_dat_ns = 1.94
timing.critical_path.from_type = "input pin"

[detailed_routing]
detail_route.vias_per_cell = 3.60
antennaDiodeCount = 0
drt_pass1_iterations = 4
detail_route.drc_violations = 0
vias = 464
detail_route.wirelength_um = 1100
drt-wirelength-per-cell_um = 8.53
drt_iter0_markers = 16
antenna_left = 0

[global_routing]
grt_use_total_pct = 3.64
largest_net_degree_at_the_start_of_global_routing = 7
busiest_layer = "met2"
grt.met3_usage_pct = 1.48
initial_antenna_violation_count = 0
grt.overflow.total = 0
global_route.usage.met2_pct = 5.78
grt_pass1_vias = 493
first_pass_grt_wire_length_um = 1970
grtUsageMet1_pct = 4.54

[power_and_ir_drop]
total_leakage_power_nw = 0.357
powerDensity_mw_per_mm2 = 398
power.share.clock_pct = 32.5
net-switching-power_w = 0.0000892
power.share.switching_pct = 28.5
internal-power_w = 0.000223
comb_power_share_pct = 40.9
pwr-share-seq_pct = 26.6
ir_worst_vdd_mv = 0.116

[finish]
lay_top_cells = "11 x buf_4, 9 x nand2_1, 9 x clkdlybuf4s50_1, 6 x ha_1"
layout-drive-gt1-share_pct = 25.3
n_fill_cell = 383
layout.cells.most_common = "buf_4"
area.growth.synth_to_final_pct = 60.4

[logic_synthesis]
netlist_instances = 56
synthDominantCellAreaShare_pct = 20.5
synth.avg_cell_area_um2 = 8.74
synth_area_um2 = 489
ys.warnings.count = 1
synth.largest_area_cell = "dfrtp_1"
cell_count_in_the_yosys_report = 56
distinct_cell_type_count_of_the_synthesized_netlist = 20
yosys.stat.chipArea_um2 = 489
sequential_element_share_of_the_synthesized_area_pct = 20.5
ys_ff = 4
netlist_top_cells_area = "dfrtp_1 20%, ha_1 18%, mux2i_1 10%"

[die]
chipArea_mm2 = 0.00640
core_util_floorplan_pct = 14.3
floorplan.die.height_um = 80
floorplan.die.width_um = 80
pin_count = 15
core_mm2 = 0.00342
core.rowCount = 21

[run]
warnings = 27
cap_viol_max_count = 0

[run_status]
run_status = "finished clean"
==> Yosys cell counts (all sizes together) <==
cell	number
a21oi	2
a31oi	1
and3	1
buf	1
dfrtp	4
ha	7
inv	5
maj3	1
mux2i	5
nand2	9
nand3	5
nand4b	1
nor2	1
nor2b	1
nor3	2
o211ai	1
o21ai	1
xnor2	3
xor2	5
==> sequential cells by signal, indices dropped and copies added (netlist names) <==
name and cells:
sampled_bit 1, data 3
==> cells by family (layout without fill, tap and decap cells) <==
group | count (synthesis) | count (layout) | share of synthesized area [%]
AND-OR/OR-AND | 5 | 5 | 8.70
flip-flops | 4 | 4 | 20.5
multiplexers | 5 | 5 | 10.2
buffers and inverters | 6 | 33 | 6.14
XOR/XNOR | 8 | 8 | 14.3
AND/OR/NAND/NOR | 20 | 20 | 20.2
adder cells (fa/ha/maj) | 8 | 8 | 19.9
==> per-stage QoR <==
step	setup TNS [ns]	instances	util, %	area, µm²	total power (W)
after floorplan	0	56	-	489	0.000145
after global placement	-1.68	126	22.1	756	0.000211
after detailed placement	-1.73	126	22.1	756	0.000215
after CTS	0	129	22.7	776	0.000319
after global routing	0	129	23.0	785	0.000342
final	0	129	23.0	785	0.000312
==> path summary, 6_finish.rpt <==
kind                              from           to  slack [ns]
min in group clk0          sampled_bit  sampled_bit        0.53
hold / removal                     rst  sampled_bit        0.36
max in group asynchronous          rst      data[1]        1.47
hold reg to reg            sampled_bit  sampled_bit        0.53
setup reg to reg               data[0]  sampled_bit        1.02
setup / recovery           edge_cnt[3]      data[2]        0.22
==> final cells by class <==
cell class	instances	area [µm²]	area share, %
Clock buffer	3	22.5	2.87
Inverter	5	18.8	2.39
Multi-Input combinational cell	46	367	46.7
Sequential cell	4	100	12.8
Tap cell	46	57.6	7.34
Timing Repair Buffer	25	219	27.9
==> what timing repair did <==
item                                    4_1_cts  5_1_grt
pin swaps                                     0        1
gates cloned                                  0        0
endpoints found under the hold margin         0        0
endpoints found under the setup margin        4        4
gates resized                                 2        9
==> layer usage <==
| layer | share of wire, % | vias up |
|---|---|---|
| li1 | - | 251 |
| met1 | 46 | 199 |
| met2 | 44 | 12 |
| met3 | 7.8 | 2 |
| met4 | 2.3 | 0 |
| met5 | 0 | - |
==> power groups by stage <==
stage	clock network (W)	logic [W]	registers, W
final	0.000101	0.000128	0.0000831
after global routing	0.000116	0.000144	0.0000831
after CTS	0.000107	0.000129	0.0000831
==> worst reg2reg max path: stages (launching register included) <==
cell and delay (ns):
dfrtp_1 0.39, maj3_1 0.35, nand2_1 0.07, mux2i_1 0.05
Power is estimated from default activity; no workload was simulated.
